## design/flow/constraint.sdc

```tcl
current_design arb_control

set clk_period 1.2
set clk_io_pct 0.2

create_clock -name clk0 -period $clk_period [get_ports {clk}]

set non_clock_inputs [all_inputs -no_clocks]
set_input_delay [expr $clk_period * $clk_io_pct] -clock clk0 $non_clock_inputs
set_output_delay [expr $clk_period * $clk_io_pct] -clock clk0 [all_outputs]
```

## design/flow/design.v

```verilog
package lc3b_types;
typedef logic [15:0]	lc3b_word;
typedef logic [7:0]		lc3b_byte;
typedef logic [10:0]	lc3b_offset11;
typedef logic [8:0]		lc3b_offset9;
typedef logic [7:0]		lc3b_trapvect8;
typedef logic [5:0]		lc3b_offset6;
typedef logic [4:0]		lc3b_imm5;
typedef logic [3:0]		lc3b_imm4;
typedef logic [2:0]		lc3b_reg;
typedef logic [2:0]		lc3b_nzp;
typedef logic [1:0]		lc3b_mem_wmask;
typedef logic [15:0]	lc3b_c_addr;
typedef logic [127:0]	lc3b_c_line;
typedef logic [7:0]		lc3b_c_tag;
typedef logic [3:0]		lc3b_c_index;
typedef logic [2:0]		lc3b_c_offset;
typedef logic [15:0]	lc3b_c2_addr;
typedef logic [255:0]	lc3b_c2_line;
typedef logic [4:0]		lc3b_c2_tag;
typedef logic [5:0]		lc3b_c2_index;
typedef logic 			lc3b_c2_offset;
typedef enum bit [3:0] {
    op_add  = 4'b0001,
    op_and  = 4'b0101,
    op_br   = 4'b0000,
    op_jmp  = 4'b1100,    
    op_jsr  = 4'b0100,    
    op_ldb  = 4'b0010,
    op_ldi  = 4'b1010,
    op_ldr  = 4'b0110,
    op_lea  = 4'b1110,
    op_not  = 4'b1001,
    op_rti  = 4'b1000,		 
    op_shf  = 4'b1101,
    op_stb  = 4'b0011,
    op_sti  = 4'b1011,
    op_str  = 4'b0111,
    op_trap = 4'b1111
} lc3b_opcode;
typedef enum bit [3:0] {
    alu_add,
    alu_and,
    alu_not,
    alu_pass,
    alu_sll,
    alu_srl,
    alu_sra
} lc3b_aluop;
typedef struct packed {
	lc3b_opcode opcode;
	lc3b_aluop aluop;
	logic load_cc;
	logic load_regfile;
	logic storemux_sel;
	logic destmux_sel;
	logic offset6mux_sel;
	logic adj_9_11_sel;
	logic sr2_out_mux_sel;
	logic sr2mux_sel;
	logic [1:0] dmdrmux_sel;
	logic dmdr_zhlb_mux_sel;
	logic [1:0] alumux_sel;
	logic [1:0] pcmux_sel;
	logic [1:0] regfilemux_sel;
	logic [1:0] dmarmux_sel;
	logic is_uncond_control;
} lc3b_control_word;
endpackage : lc3b_types
import lc3b_types::*;
module arb_control
(
    input clk,
	input logic 		imem_read, dmem_read, imem_write, dmem_write,
	input logic			L2_mem_resp,
	output logic				arb_mem_address_mux_sel, arb_mem_read_mux_sel,
									arb_mem_write_mux_sel, arb_mem_wdata_mux_sel,
									arb_mem_rdata_mux_sel, arb_mem_resp_mux_sel,
									L2_mem_read_write_mux_sel,
	output logic				load_L2_mem_reg
);
enum int unsigned {
	idle, dcache_service, icache_service, finished
} state, next_state;
always_comb
begin : state_actions
	arb_mem_address_mux_sel = 1;
	arb_mem_read_mux_sel = 1;
	arb_mem_write_mux_sel = 1;
	arb_mem_wdata_mux_sel = 1;
	arb_mem_rdata_mux_sel = 1;
	arb_mem_resp_mux_sel = 1;
	load_L2_mem_reg = 1;
	L2_mem_read_write_mux_sel = 0;
	case (state)
		idle: begin
		end
		dcache_service: begin
			arb_mem_rdata_mux_sel= 1;
			arb_mem_resp_mux_sel = 1;
			if (L2_mem_resp)
				begin
					arb_mem_address_mux_sel = 0;
					arb_mem_read_mux_sel = 0;
					arb_mem_write_mux_sel = 0;
					arb_mem_wdata_mux_sel = 0;
					L2_mem_read_write_mux_sel = 1;
				end
		end
		icache_service: begin
			arb_mem_rdata_mux_sel = 0;
			arb_mem_resp_mux_sel = 0;
			if(L2_mem_resp)
			begin
					arb_mem_address_mux_sel = 1;
					arb_mem_read_mux_sel = 1;
					arb_mem_write_mux_sel = 1;
					arb_mem_wdata_mux_sel = 1;
					L2_mem_read_write_mux_sel = 1;
			end
			else
			begin
				arb_mem_address_mux_sel = 0;
					arb_mem_read_mux_sel = 0;
					arb_mem_write_mux_sel = 0;
					arb_mem_wdata_mux_sel = 0;
			end
		end
		finished: begin
			L2_mem_read_write_mux_sel = 1;
		end
		default:  ;
	endcase
end
always_comb
begin : next_state_logic
	next_state = state;
    case (state)
		idle: begin
			if((dmem_read || dmem_write) && L2_mem_resp)
				next_state = finished;
			else if( (dmem_read || dmem_write))
				next_state = dcache_service;
			else if ( (imem_read || imem_write))
				next_state = icache_service;
			else
				next_state = idle;
		end
		dcache_service: begin
			if(L2_mem_resp == 1)
			begin
				next_state = finished;
			end
			else
				next_state = dcache_service;
		end
		icache_service: begin
			if(L2_mem_resp == 1)
			begin
				next_state = finished;
			end
			else
				next_state = icache_service;
		end
		finished: begin
			next_state = idle;
		end
		default: next_state = idle;
	endcase
end
always_ff @(posedge clk)
begin: next_state_assignment
    state <= next_state;
end
endmodule : arb_control
```

## design/flow/config.mk

```make
export PLATFORM = sky130hd
export DESIGN_NAME = arb_control
export DESIGN_NICKNAME = arb_control
export VERILOG_FILES = /design/flow/design.v
export SDC_FILE = /design/flow/constraint.sdc
export NUM_CORES = 4
export LEC_CHECK = 1
export CORE_AREA = 10 10 70 70
export DIE_AREA = 0 0 80 80
```

## design/flow/run.sh

```bash
#!/bin/bash
# OpenROAD 26Q1-2900-gdf79404cd8, Yosys 0.63+post, stock flow scripts
make -C /OpenROAD-flow-scripts/flow DESIGN_CONFIG=/design/flow/config.mk WORK_HOME=/design/flow/orfs finish
```

==> impl_report.txt <==
IMPLEMENTATION SUMMARY REPORT
----------------------------------------------------
[Outcome]
  Result of the run ........................ finished with violations
  Failing checks ........................ negative setup slack

[Logic synthesis]
  Yosys warnings ........................ 1
  Number of cells in Yosys stat ........................ 29
  Register bit count reported by yosys ........................ 2
  Proportion of synthesized chip area in sequential cells ........................ 17.0%
  Count of cell types in the netlist ........................ 14
  Top flip-flop cell by instance count after synthesis ........................ sky130_fd_sc_hd__dfxtp_1
  Post-synthesis chip area from yosys ........................ 235 um2
  Avg Synthesized Cell Area ........................ 8.11 um2
  Number of synthesized flops with an enable pin ........................ 0
  Share of synthesized registers carrying an async set or reset ........................ 0%
  Syn Std Cell Area ........................ between 200 and 250 um2
  Cell count after synthesis ........................ 29

[Clocking]
  Clk root buf ........................ sky130_fd_sc_hd__clkbuf_4
  Worst-Skew Late Latency ........................ 220 ps
  Clock buffer count from CTS ........................ 3
  Clk sinks ........................ 2
  Clock-pin transition on the worst setup and hold timing paths ........................ 30 ps
  Number of buffers between clock root and the deepest sink ........................ 2
  H-tree level count ........................ 1
  Clock tree from TritonCTS ........................ done

[Global route]
  First-pass GRT wire length ........................ 1200 um
  Maximum number of pins on one net before global-route repair ........................ 5
  Vias in the first global route ........................ 261
  Total routing resource utilization after global routing ........................ 2.29%
  Grt ovf ........................ 0
  Initial antenna violation count ........................ 0

[Power]
  Peak supply drop ........................ 372 uV
  Switching share of total power ........................ 37.5%
  Power density over the cells ........................ 2540 mW/mm2
  Overall power of the completed layout ........................ 0.00138 W
  Static Leakage ........................ 0.217 nW
  Int Pwr ........................ about 0.00086 W
  Share of total power in sequential cells ........................ 14.3%
  Part of the total power dissipated in combinational logic ........................ roughly three quarters
  Clk pwr share ........................ 10.8%
  Net switching power of the design ........................ between 0.0005 and 0.0006 W

[Cells and area]
  Filler instances ........................ between 300 and 400
  Most numerous logic cells after layout ........................ sky130_fd_sc_hd__buf_4, sky130_fd_sc_hd__buf_2, sky130_fd_sc_hd__buf_6
  Sequential cell area in the final layout ........................ 47.5 um2
  Registers with the most flip-flops ........................ state (2)
  Fraction of layout cells with a size suffix above 1 ........................ 66.7%
  Most common cell after layout, fill and taps aside ........................ sky130_fd_sc_hd__buf_4
  Layout area overhead ........................ 130%
  Top register by number of flip-flops ........................ state
  Area taken by multi-input logic gates ........................ 220 um2
  Max FFs per register ........................ 2

[Final timing]
  RSZ-0062 raised after global routing ........................ true
  Final Hold Viols ........................ 0
  Period Utilization, post-route ........................ 121%
  Final number of setup-violating endpoints ........................ 8
  F_max ........................ around 0.69 GHz
  Final Worst Setup Slack ........................ -253 ps
  Worst Skew ........................ 2.44 ps
  Minimum period implied by the final worst setup slack ........................ about 1500 ps
  Max-slew violation count ........................ 0

[Setup path]
  CP Data Required Time ........................ 960 ps
  Type of the setup path with the least slack ........................ flip-flop to output pin
  Crit path DAT ........................ 1210 ps
  Maximum net fanout on the critical path ........................ 4
  Kind of start point of the critical path ........................ flip-flop
  Crit Reg-Reg Startpoint ........................ state[0]
  Origin of the worst setup path ........................ state[1]
  Endpoint class of the critical path ........................ output pin

[Placed design]
  Minimum setup slack after placement ........................ -535 ps
  Count of input and output buffers ........................ 12
  Weighted congestion at the end of routability-driven global placement ........................ approximately 0.76
  HPWL after detailed placement ........................ between 500 and 600 um

[Min path]
  Hold wc startpoint ........................ L2_mem_resp
  Worst Hold Class ........................ input pin to flip-flop

[Drt]
  Sum of routed wire length over all layers ........................ 816 um
  Initial detailed-routing violation count ........................ 10
  Total met2 wirelength after detailed routing ........................ 282 um
  Number of antenna diodes ........................ 0
  Post-route ant nets ........................ 0
  First-pass iteration count of the detailed router ........................ 2
  Average vias per placed instance ........................ 2.78
  Met1 Routed Length ........................ 343 um
  Top layer in use ........................ met3
  Count of unresolved DRC violations after routing ........................ 0
  Met3 wirelength from detailed routing ........................ 190 um
  Detailed-route wire length per cell ........................ approximately 8.7 um
  DR vias ........................ 261

[Floorplanning]
  Die width ........................ roughly 80 um
  Die area ........................ 0.00640 mm2
  IO Count ........................ 14
  Site Rows ........................ 21
  Pre-Place Util ........................ 6.89%
  Chip height ........................ 80 um
  Area of the core region ........................ 0.00342 mm2

[Job]
  Number of max-cap violations ........................ 0
  OpenROAD warning count ........................ 32

----------------------------------------------------
-- per-layer routing --
layer / vias up / track usage [%]
met5: - / 0
met4: 0 / 0.528
met3: 0 / 2.27
met2: 16 / 2.65
met1: 117 / 2.84
li1: 128 / -
-- synth_stat cells, types with 2 or more instances --
cell	count	area (um2)
sky130_fd_sc_hd__a21oi_1	3	15.0
sky130_fd_sc_hd__ha_1	6	75.1
sky130_fd_sc_hd__nor2_1	2	7.51
sky130_fd_sc_hd__dfxtp_1	2	40.0
sky130_fd_sc_hd__inv_1	3	11.3
sky130_fd_sc_hd__buf_4	5	37.5
-- critical path, cell delays in order, from the launching register on --
cell                      delay (ps)
sky130_fd_sc_hd__dfxtp_4         370
sky130_fd_sc_hd__inv_4            50
sky130_fd_sc_hd__ha_4            270
sky130_fd_sc_hd__a21oi_2          50
sky130_fd_sc_hd__nor2_1          120
sky130_fd_sc_hd__buf_2           120
-- power groups by stage --
stage	clock, W	combinational (W)	sequential, W
4_1_cts	0.000163	0.000838	0.000200
5_1_grt	0.000170	0.00114	0.000203
6_report	0.000149	0.00103	0.000197
-- final timing paths --
| kind | endpoint | cells past startpoint | slack [ps] |
|---|---|---|---|
| worst min register to register | state[1] | 2 | 690 |
| worst max-delay path | L2_mem_read_write_mux_sel | 5 | -250 |
| worst min-delay path | state[1] | 4 | 640 |
| worst max register to register | state[1] | 6 | 0 |
-- area by class of cell --
type	instances	share of cell area (%)
Sequential cell	2	8.78
Inverter	3	3.46
Tap cell	46	10.6
Multi-Input combinational cell	19	40.6
Timing Repair Buffer	21	32.3
Clock buffer	3	4.16
-- logic make-up after synthesis --
| group | count (synthesis) | synth area share [%] |
|---|---|---|
| buffers and inverters | 8 | 20.7 |
| multiplexers | 1 | 4.26 |
| other | 1 | 1.59 |
| adder cells (fa/ha/maj) | 6 | 31.9 |
| flip-flops | 2 | 17.0 |
| AND/OR/NAND/NOR | 3 | 4.79 |
| AND-OR/OR-AND | 8 | 19.7 |
-- per-stage QoR --
stage	hold slack [ps]	instance area (um2)	instances	TNS, ps	util, %
3_3_place_gp	636	422	88	-2890	12.3
4_1_cts	626	494	93	-1370	14.5
6_report	639	542	94	-1410	15.9
3_5_place_dp	640	422	88	-3050	12.3
2_1_floorplan	418	236	29	0	-
5_1_grt	649	542	94	-1820	15.9
-- what timing repair did --
item                                    in CTS  in global routing
buffers inserted                             2                  1
gates cloned                                 0                  0
resized                                     41                  6
pin swaps                                    5                  7
hold buffers                                 0                  0
endpoints found under the setup margin       8                  8
Power figures rest on the tool's default switching activity, not on a simulated workload.
