<file path="flow/constraint.sdc">
current_design l2_cache_control

set clk_period 2.1
set clk_io_pct 0.2

create_clock -name clk0 -period $clk_period [get_ports {clk}]

set non_clock_inputs [all_inputs -no_clocks]
set_input_delay [expr $clk_period * $clk_io_pct] -clock clk0 $non_clock_inputs
set_output_delay [expr $clk_period * $clk_io_pct] -clock clk0 [all_outputs]
</file>
<file path="flow/config.mk">
export PLATFORM = sky130hd
export DESIGN_NAME = l2_cache_control
export DESIGN_NICKNAME = l2_cache_control
export VERILOG_FILES = /design/flow/design.v
export SDC_FILE = /design/flow/constraint.sdc
export NUM_CORES = 4
export LEC_CHECK = 1
export CORE_AREA = 10 10 70 70
export DIE_AREA = 0 0 80 80
</file>
<file path="flow/design.v">
package lc3b_types;
typedef logic [15:0]	lc3b_word;
typedef logic [7:0]		lc3b_byte;
typedef logic [10:0]	lc3b_offset11;
typedef logic [8:0]		lc3b_offset9;
typedef logic [7:0]		lc3b_trapvect8;
typedef logic [5:0]		lc3b_offset6;
typedef logic [4:0]		lc3b_imm5;
typedef logic [3:0]		lc3b_imm4;
typedef logic [2:0]		lc3b_reg;
typedef logic [2:0]		lc3b_nzp;
typedef logic [1:0]		lc3b_mem_wmask;
typedef logic [15:0]	lc3b_c_addr;
typedef logic [127:0]	lc3b_c_line;
typedef logic [7:0]		lc3b_c_tag;
typedef logic [3:0]		lc3b_c_index;
typedef logic [2:0]		lc3b_c_offset;
typedef logic [15:0]	lc3b_c2_addr;
typedef logic [255:0]	lc3b_c2_line;
typedef logic [4:0]		lc3b_c2_tag;
typedef logic [5:0]		lc3b_c2_index;
typedef logic 			lc3b_c2_offset;
typedef enum bit [3:0] {
    op_add  = 4'b0001,
    op_and  = 4'b0101,
    op_br   = 4'b0000,
    op_jmp  = 4'b1100,    
    op_jsr  = 4'b0100,    
    op_ldb  = 4'b0010,
    op_ldi  = 4'b1010,
    op_ldr  = 4'b0110,
    op_lea  = 4'b1110,
    op_not  = 4'b1001,
    op_rti  = 4'b1000,		 
    op_shf  = 4'b1101,
    op_stb  = 4'b0011,
    op_sti  = 4'b1011,
    op_str  = 4'b0111,
    op_trap = 4'b1111
} lc3b_opcode;
typedef enum bit [3:0] {
    alu_add,
    alu_and,
    alu_not,
    alu_pass,
    alu_sll,
    alu_srl,
    alu_sra
} lc3b_aluop;
typedef struct packed {
	lc3b_opcode opcode;
	lc3b_aluop aluop;
	logic load_cc;
	logic load_regfile;
	logic storemux_sel;
	logic destmux_sel;
	logic offset6mux_sel;
	logic adj_9_11_sel;
	logic sr2_out_mux_sel;
	logic sr2mux_sel;
	logic [1:0] dmdrmux_sel;
	logic dmdr_zhlb_mux_sel;
	logic [1:0] alumux_sel;
	logic [1:0] pcmux_sel;
	logic [1:0] regfilemux_sel;
	logic [1:0] dmarmux_sel;
	logic is_uncond_control;
} lc3b_control_word;
endpackage : lc3b_types
import lc3b_types::*;
module l2_cache_control
(
    input clk,
	input dirty0, dirty1, dirty2, dirty3,
	input hit0, hit1, hit2, hit3,
	input [1:0] lru,
	output logic data_in_mux_sel,
	output logic [2:0] pmem_address_mux_sel,
	output logic load_pmem_wdata,
	output logic lru_w,
	output logic dirty0_w, valid0_w, tag0_w, data0_w,
	output logic dirty1_w, valid1_w, tag1_w, data1_w,
	output logic dirty2_w, valid2_w, tag2_w, data2_w,
	output logic dirty3_w, valid3_w, tag3_w, data3_w,
	input mem_read, mem_write,
	output logic mem_resp,
	input pmem_resp,
	output logic pmem_write, pmem_read,
	output logic cache_hit, cache_miss
);
enum int unsigned {
	hit, write_back, replace
} state, next_state;
always_comb
begin : state_actions
	data_in_mux_sel = 1'b0;
	pmem_address_mux_sel = 3'b000;
	lru_w = 1'b0;
	dirty0_w = 1'b0;
	valid0_w = 1'b0;
	tag0_w = 1'b0;
	data0_w = 1'b0;
	dirty1_w = 1'b0;
	valid1_w = 1'b0;
	tag1_w = 1'b0;
	data1_w = 1'b0;
	dirty2_w = 1'b0;
	valid2_w = 1'b0;
	tag2_w = 1'b0;
	data2_w = 1'b0;
	dirty3_w = 1'b0;
	valid3_w = 1'b0;
	tag3_w = 1'b0;
	data3_w = 1'b0;
	mem_resp = 1'b0;
	pmem_write = 1'b0;
	pmem_read = 1'b0;
	load_pmem_wdata = 1'b0;
	cache_hit = 1'b0;
	case (state)
		hit: begin
			if ( mem_read == 1'b1 && (hit0 == 1'b1 || hit1 == 1'b1 || hit2 == 1'b1 || hit3 == 1'b1) )
				begin
					cache_hit = 1'b1;
					mem_resp = 1'b1;
					lru_w = 1'b1;
				end
			else if ( mem_write == 1'b1 && (hit0 == 1'b1 || hit1 == 1'b1 || hit2 == 1'b1 || hit3 == 1'b1) )
				begin
					cache_hit = 1'b1;
					mem_resp = 1'b1;
					lru_w = 1'b1;
					data_in_mux_sel = 1'b1;
					case ({hit0, hit1, hit2, hit3})
						4'b1000 : begin
							dirty0_w = 1'b1;
							valid0_w = 1'b1;
							tag0_w = 1'b1;
							data0_w = 1'b1;
						end
						4'b0100 : begin
							dirty1_w = 1'b1;
							valid1_w = 1'b1;
							tag1_w = 1'b1;
							data1_w = 1'b1;
						end
						4'b0010 : begin
							dirty2_w = 1'b1;
							valid2_w = 1'b1;
							tag2_w = 1'b1;
							data2_w = 1'b1;
						end
						4'b0001 : begin
							dirty3_w = 1'b1;
							valid3_w = 1'b1;
							tag3_w = 1'b1;
							data3_w = 1'b1;
						end
						default: begin
						end
					endcase
				end
		end
		write_back: begin
			if(mem_read != 1'b0 || mem_write != 1'b0)
			begin
				pmem_write = 1'b1;
				load_pmem_wdata = 1'b1;
				case (lru)
					2'b00 : begin
						pmem_address_mux_sel = 3'b001;
					end
					2'b01 : begin
						pmem_address_mux_sel = 3'b010;
					end
					2'b10 : begin
						pmem_address_mux_sel = 3'b011;
					end
					2'b11 : begin
						pmem_address_mux_sel = 3'b100;
					end
				endcase
			end
		end
		replace: begin
			if(mem_read != 1'b0 || mem_write != 1'b0) begin
				pmem_read = 1;	
				case (lru)
					2'b00 : begin
						if (pmem_resp == 1'b1) begin
							dirty0_w = 1'b1;
							valid0_w = 1'b1;
							tag0_w = 1'b1;
							data0_w = 1'b1;	 
						end
					end
					2'b01 : begin
						if (pmem_resp == 1'b1) begin
							dirty1_w = 1'b1;
							valid1_w = 1'b1;
							tag1_w = 1'b1;
							data1_w = 1'b1;	 
						end
					end
					2'b10 : begin
						if (pmem_resp == 1'b1) begin
							dirty2_w = 1'b1;
							valid2_w = 1'b1;
							tag2_w = 1'b1;
							data2_w = 1'b1;	 
						end
					end
					2'b11 : begin
						if (pmem_resp == 1'b1) begin
							dirty3_w = 1'b1;
							valid3_w = 1'b1;
							tag3_w = 1'b1;
							data3_w = 1'b1;	 
						end
					end				
				endcase
			end
		end
		default:  ;
	endcase
end
always_comb
begin : next_state_logic
	next_state = state;
	cache_miss = 1'b0;
    case (state)
		hit: begin
			if ( (hit0 == 1'b1 || hit1 == 1'b1 || hit2 == 1'b1 || hit3 == 1'b1) || (mem_write == 1'b0 && mem_read == 1'b0) )
			begin
				next_state = hit;
				cache_miss = 1'b0;
			end
			else
				begin
					cache_miss = 1'b1;
					if ( (lru == 2'b00 && dirty0 == 1'b1) || (lru == 2'b01 && dirty1 == 1'b1) || (lru == 2'b10 && dirty2 == 1'b1) || (lru == 2'b11 && dirty3 == 1'b1) )
						next_state = write_back;
					else
						next_state = replace;
				end
		end
		write_back: begin
			if(mem_write == 1'b0 && mem_read == 1'b0)
				next_state = hit;
			else if (pmem_resp == 1'b1)
				next_state = replace;
			else
				next_state = write_back;
		end
		replace: begin
			if(mem_write == 1'b0 && mem_read == 1'b0)
				next_state = hit;
			else if (pmem_resp == 1'b1)
				next_state = hit;
			else
				next_state = replace;
		end
		default: next_state = hit;
	endcase
end
always_ff @(posedge clk)
begin: next_state_assignment
    state <= next_state;
end
endmodule : l2_cache_control
</file>
<file path="flow/run.sh">
#!/bin/bash
# OpenROAD 26Q1-2900-gdf79404cd8, Yosys 0.63+post, stock flow scripts
make -C /OpenROAD-flow-scripts/flow DESIGN_CONFIG=/design/flow/config.mk WORK_HOME=/design/flow/orfs finish
</file>
==> PnR_summary.wiki <==
== Implementation results ==
{| class="wikitable"
! Metric !! Value
|-
| Die W || roughly 80 microns
|-
| Library cell with the largest summed area after synthesis || buf_4
|-
| Most numerous cell types in the synthesized netlist || buf_4 (15), inv_1 (6), nor2_1 (6)
|-
| Area of the core region || around 3400 sq um
|-
| Top-level I/O count || ~41
|-
| Arrival time worst endpoint || 1.73 ns
|-
| Aggregate global-route resource usage || 5.60%
|-
| Max reg flops || 2
|-
| Clk slew on worst S/H paths || about 0.030 ns
|-
| Data required, critical path || 1.68 ns
|-
| Clock Latency Late Sink || around 0.22 ns
|-
| Maximum VDD drop || 0.0968 mV
|-
| Initial standard-cell utilization of the core || 13.8%
|-
| Layout Utilization || around 30%
|-
| Ys cells || 59
|-
| Final critical delay including setup and external delays || 2.15 ns
|-
| Main area contributors || buf_4 (24%), ha_1 (13%), a32o_2 (9.6%)
|-
| Weighted congestion reported at the end of routability-driven placement || 0.758
|-
| Endpoint type of the worst setup path || output port
|-
| Violation count after the first detailed-route iteration || 23
|-
| Leading cell type by number of instances after synthesis || buf_4
|-
| Clock tree from TritonCTS || yes
|-
| Slew Limit Headroom || ~83%
|-
| Mean instance size in the synthesized netlist || 7.97 sq um
|-
| Layout overhead on the synthesized area || 115%
|-
| Floorplan row count || 21
|-
| Average wire per cell in the routed design || between 10 and 15 microns
|-
| Number of optimization iterations in the first detailed-route pass || 4
|-
| Pin count of the biggest net entering global routing || 7
|-
| Setup Slack @ Placement || -0.648 ns
|-
| Fmax || approximately 470 MHz
|-
| Synthesized cell area || ~470 sq um
|-
| Total of max-cap violations || 0
|-
| Launching element type of the critical path || primary input
|-
| Critical path, cell by cell || buf_6 > or4b_4 > nor2_1 > clkdlybuf4s50_1
|-
| WS Path Type || in2out
|-
| TritonCTS Buffers || 3
|-
| Yosys synthesis chip area || roughly 470 sq um
|-
| Die ar. || roughly 6400 sq um
|-
| Synthesis warning total || 1
|-
| Setup-violating endpoint count in the final report || 10
|-
| Vias in the first global route || between 600 and 700
|-
| Drt drc || 0
|-
| Slowest stage delay, CP || around 0.57 ns
|-
| Sum of negative setup slack || -0.357 ns
|-
| Crit share post-route || 102%
|-
| Portion of the post-synthesis area used by sequential elements || about 8.5%
|-
| Post-synth top area share || between 20% and 30%
|-
| Root cell of the clock tree || clkbuf_4
|-
| Cell type group with the largest total delay on the critical path || simple AND/OR/NAND/NOR gates
|-
| Run status || complete, but fails checks
|-
| OpenROAD warning count || 31
|-
| Count of unique library cells instantiated by Yosys || 22
|-
| Proportion of synthesized flip-flops having asynchronous set or reset || 0%
|-
| Ratio of cells with drive above 1 in the final layout || 58.7%
|-
| Worst Skew || ~0.0012 ns
|-
| CP Buf/Inv Count || 2
|-
| Post-detail-place hpwl || 1630 microns
|-
| Global route overflow || 0
|-
| Die Ht || about 80 microns
|-
| Setup repair after global routing missed its margin || true
|-
| Worst-case setup margin in the final layout || -0.0505 ns
|-
| Slew @ Worst Pin || roughly 0.25 ns
|-
| Largest buffer count on any clock path || 2
|-
| Largest registers || state: 2 flops
|-
| Number of synthesized flops with an enable pin || 0
|-
| Failing checks || setup timing
|-
| CTS sink count || 2
|-
| Highest fanout seen on the critical path || 3
|-
| Number of instances in the synthesized netlist || roughly 60
|-
| Number of vias per cell after detailed routing || around 3.8
|-
| Areal power density over the cells || roughly 250 nW/um^2
|-
| Final Hold Vio Count || 0
|-
| Wire length of the first global-routing pass || between 3000 and 4000 microns
|-
| Final max-slew violation count || 0
|-
| Number of buffers inserted by hold repair at cts || 0
|-
| Worst-path cell with the longest stage delay || or4b_4
|-
| Class of the tightest hold or removal check || reg2reg
|-
| Depth of the most critical reg-to-reg path || 4
|-
| Initial antenna violation count || 0
|-
| Critical path depth || 4
|-
| Hold Crit Depth || 2
|-
| Flip-flop cell with the highest count after synthesis || dfxtp_1
|-
| Final antenna diode count || 0
|-
| Remaining number of nets flagged by the antenna check after routing || 0
|-
| Biggest register || state
|-
| Total number of vias || between 500 and 600
|-
| Flops out of synthesis || 2
|-
| Drt total wl || between 1500 and 2000 microns
|-
| H-Tree Level Count || 1
|-
| Lkg Pwr || between 0.0005 and 0.0006 uW
|-
| Count of input and output buffers || approximately 40
|}
-- routing by layer --
metal,GRT usage [%],share of wire (%),up-vias
met5,0,0,-
met1,6.57,42,263
met2,9.15,44,25
met4,1.06,1.4,0
li1,-,-,297
met3,2.61,12,2
-- worst reg2reg max path, cell delays in order, from the launching register on --
cell and delay (ns):
dfxtp_2 0.31, buf_6 0.13, nand2b_1 0.17, o21ai_0 0.25, a22o_1 0.16
-- report_power, final --
group / internal, uW / leakage [uW] / switching [uW]
clock: 63.1 / 0.0000138 / 22.0
sequential: 40.1 / 0.0000172 / 0.821
combinational: 80.1 / 0.000485 / 46.9
-- layout by cell type, fill, tap and decap left out, types with 2 or more instances in the layout --
cell type,Yosys,final
buf_4,15,17
buf_6,0,10
nor2_1,6,5
ha_1,5,3
a32o_2,4,4
a22o_1,3,3
buf_2,0,13
inv_1,6,4
clkbuf_4,0,3
clkdlybuf4s50_1,0,15
nor3_4,0,2
inv_2,0,2
and2_1,2,2
dlygate4sd2_1,0,5
dfxtp_2,0,2
-- per-stage QoR --
step	hold slack, ns	total power (uW)	instance area (sq um)	instances
after floorplan	0.524	79.2	470	59
after global placement	0.563	159	943	147
after detailed placement	0.569	160	943	147
after CTS	0.582	255	986	155
after global routing	0.592	270	1010	155
final	0.570	253	1010	155
-- logic make-up after synthesis --
kind of cell / synth area share (%)
AOI/OAI and AO/OA: 22.3
adders and majority gates: 13.3
buffers and inverters: 28.7
DFF: 8.51
and+or+nand+nor: 27.1
-- path summary, 6_finish.rpt --
check             slack [ns]               to      from
setup / recovery       -0.05  data_in_mux_sel  mem_read
hold / removal          0.57         state[0]  state[0]
setup reg to reg        1.02         state[1]  state[0]
hold reg to reg         0.57         state[0]  state[0]
-- timing repair --
action / in CTS / in global routing
buffers inserted: 5 / 0
endpoints found under the setup margin: 27 / 21
gates resized: 81 / 11
pin swaps: 8 / 5
-- final cells by class --
class	count	area, sq um
fillers	375	2400
repair buffers	62	514
multi-input cells	36	354
well taps	46	57.6
flip-flops and latches	2	42.5
clock buffers	3	22.5
inverters	6	22.5
No activity file was given, so power comes from the tool's default toggle rates.
