==> flow/design.v <==
package lc3b_types;
typedef logic [15:0]	lc3b_word;
typedef logic [7:0]		lc3b_byte;
typedef logic [10:0]	lc3b_offset11;
typedef logic [8:0]		lc3b_offset9;
typedef logic [7:0]		lc3b_trapvect8;
typedef logic [5:0]		lc3b_offset6;
typedef logic [4:0]		lc3b_imm5;
typedef logic [3:0]		lc3b_imm4;
typedef logic [2:0]		lc3b_reg;
typedef logic [2:0]		lc3b_nzp;
typedef logic [1:0]		lc3b_mem_wmask;
typedef logic [15:0]	lc3b_c_addr;
typedef logic [127:0]	lc3b_c_line;
typedef logic [7:0]		lc3b_c_tag;
typedef logic [3:0]		lc3b_c_index;
typedef logic [2:0]		lc3b_c_offset;
typedef logic [15:0]	lc3b_c2_addr;
typedef logic [255:0]	lc3b_c2_line;
typedef logic [4:0]		lc3b_c2_tag;
typedef logic [5:0]		lc3b_c2_index;
typedef logic 			lc3b_c2_offset;
typedef enum bit [3:0] {
    op_add  = 4'b0001,
    op_and  = 4'b0101,
    op_br   = 4'b0000,
    op_jmp  = 4'b1100,    
    op_jsr  = 4'b0100,    
    op_ldb  = 4'b0010,
    op_ldi  = 4'b1010,
    op_ldr  = 4'b0110,
    op_lea  = 4'b1110,
    op_not  = 4'b1001,
    op_rti  = 4'b1000,		 
    op_shf  = 4'b1101,
    op_stb  = 4'b0011,
    op_sti  = 4'b1011,
    op_str  = 4'b0111,
    op_trap = 4'b1111
} lc3b_opcode;
typedef enum bit [3:0] {
    alu_add,
    alu_and,
    alu_not,
    alu_pass,
    alu_sll,
    alu_srl,
    alu_sra
} lc3b_aluop;
typedef struct packed {
	lc3b_opcode opcode;
	lc3b_aluop aluop;
	logic load_cc;
	logic load_regfile;
	logic storemux_sel;
	logic destmux_sel;
	logic offset6mux_sel;
	logic adj_9_11_sel;
	logic sr2_out_mux_sel;
	logic sr2mux_sel;
	logic [1:0] dmdrmux_sel;
	logic dmdr_zhlb_mux_sel;
	logic [1:0] alumux_sel;
	logic [1:0] pcmux_sel;
	logic [1:0] regfilemux_sel;
	logic [1:0] dmarmux_sel;
	logic is_uncond_control;
} lc3b_control_word;
endpackage : lc3b_types
import lc3b_types::*;
module l1_cache_control
(
    input clk,
	input dirty0, dirty1,
	input hit0, hit1,
	input lru,
	output logic data_in_mux_sel,
	output logic [1:0] l2_mem_address_mux_sel,
	output logic lru_w,
	output logic dirty0_w, valid0_w, tag0_w, data0_w,
	output logic dirty1_w, valid1_w, tag1_w, data1_w,
	input mem_read, mem_write,
	output logic mem_resp,
	input l2_mem_resp,
	output logic l2_mem_write, l2_mem_read,
	output logic cache_hit, cache_miss
);
enum int unsigned {
	hit, write_back, replace
} state, next_state;
always_comb
begin : state_actions
	data_in_mux_sel = 1'b0;
	l2_mem_address_mux_sel = 2'b00;
	lru_w = 1'b0;
	dirty0_w = 1'b0;
	valid0_w = 1'b0;
	tag0_w = 1'b0;
	data0_w = 1'b0;
	dirty1_w = 1'b0;
	valid1_w = 1'b0;
	tag1_w = 1'b0;
	data1_w = 1'b0;
	mem_resp = 1'b0;
	l2_mem_write = 1'b0;
	l2_mem_read = 1'b0;
	cache_hit = 1'b0;
	case (state)
		hit: begin
			if ( mem_read == 1'b1 && (hit0 == 1'b1 || hit1 == 1'b1) )
				begin
					cache_hit = 1'b1;
					mem_resp = 1'b1;
					lru_w = 1'b1;
				end
			else if ( mem_write == 1'b1 && (hit0 == 1'b1 || hit1 == 1'b1) )
				begin
					cache_hit = 1'b1;
					mem_resp = 1'b1;
					lru_w = 1'b1;
					data_in_mux_sel = 1'b1;
					if (hit0 == 1'b1)
						begin
							dirty0_w = 1'b1;
							valid0_w = 1'b1;
							tag0_w = 1'b1;
							data0_w = 1'b1;
						end
					else
						begin
							dirty1_w = 1'b1;
							valid1_w = 1'b1;
							tag1_w = 1'b1;
							data1_w = 1'b1;
						end
				end
		end
		write_back: begin
			if(mem_read != 1'b0 || mem_write != 1'b0)
			begin
				l2_mem_write = 1'b1;
				if (lru == 1'b0)
					l2_mem_address_mux_sel = 2'b01;	 
				else
					l2_mem_address_mux_sel = 2'b10;	 
			end
		end
		replace: begin
			if(mem_read != 1'b0 || mem_write != 1'b0)
			begin
				l2_mem_read = 1'b1;
				if (lru == 1'b0)
					begin
						if (l2_mem_resp == 1'b1) begin
							dirty0_w = 1'b1;
							valid0_w = 1'b1;
							tag0_w = 1'b1;
							data0_w = 1'b1;	 
						end
					end
				else
					begin
						if (l2_mem_resp == 1'b1) begin
							dirty1_w = 1'b1;
							valid1_w = 1'b1;
							tag1_w = 1'b1;
							data1_w = 1'b1;	 
						end
					end
			end
		end
		default:  ;
	endcase
end
always_comb
begin : next_state_logic
	next_state = state;
	cache_miss = 1'b0;
    case (state)
		hit: begin
			if ( (hit0 == 1'b1 || hit1 == 1'b1) || (mem_write == 1'b0 && mem_read == 1'b0) )
			begin
				next_state = hit;
				cache_miss = 1'b0;
			end
			else
				begin
					cache_miss = 1'b1;
					if ( (lru == 1'b0 && dirty0 == 1'b1) || (lru == 1'b1 && dirty1 == 1'b1) )
						next_state = write_back;
					else
						next_state = replace;
				end
		end
		write_back: begin
			if(mem_read == 0 && mem_write == 0)
				next_state = hit;
			else if (l2_mem_resp == 1'b1)
				next_state = replace;
			else
				next_state = write_back;
		end
		replace: begin
			if(mem_read == 0 && mem_write == 0)
				next_state = hit;
			else 
			if (l2_mem_resp == 1'b1)
				next_state = hit;
			else
				next_state = replace;
		end
		default: next_state = hit;
	endcase
end
always_ff @(posedge clk)
begin: next_state_assignment
    state <= next_state;
end
endmodule : l1_cache_control
==> flow/config.mk <==
export PLATFORM = sky130hd
export DESIGN_NAME = l1_cache_control
export DESIGN_NICKNAME = l1_cache_control
export VERILOG_FILES = /design/flow/design.v
export SDC_FILE = /design/flow/constraint.sdc
export NUM_CORES = 4
export LEC_CHECK = 1
export CORE_AREA = 10 10 70 70
export DIE_AREA = 0 0 80 80
==> flow/run.sh <==
#!/bin/bash
# OpenROAD 26Q1-2900-gdf79404cd8, Yosys 0.63+post, stock flow scripts
make -C /OpenROAD-flow-scripts/flow DESIGN_CONFIG=/design/flow/config.mk WORK_HOME=/design/flow/orfs finish
==> flow/constraint.sdc <==
current_design l1_cache_control

set clk_period 2.2
set clk_io_pct 0.2

create_clock -name clk0 -period $clk_period [get_ports {clk}]

set non_clock_inputs [all_inputs -no_clocks]
set_input_delay [expr $clk_period * $clk_io_pct] -clock clk0 $non_clock_inputs
set_output_delay [expr $clk_period * $clk_io_pct] -clock clk0 [all_outputs]
==> results.tsv <==
stage	metric	value	unit
run_status	status	finished, final reports clean	
detailed_routing	Antenna Diode Count	0	
final_timing	RSZ-0062 raised after global routing	false	
floorplanning	core area	3420	µm²
job	tool warnings	26	
power	total power	260	µW
hold_path	Min-Delay Path Class	reg -> reg	
synthesis	# Cells Yosys	33	
worst_setup_path	Buf+Inv Stages, Crit Path	2	
final_timing	relative slew slack	0.807	
placed_design	IO Port Bufs	25	
detailed_routing	Starting DRT DRC Count	4	
layout	largest reg by FF count	state	
synthesis	Top cells by area	buf_4 23%, dfxtp_1 15%, a32o_1 7.7%	
final_timing	minimum clock period	2.11	ns
worst_setup_path	CP peak stage delay	0.47	ns
placed_design	Routability Congestion	0.743	
floorplanning	die area	6400	µm²
floorplanning	row count	21	
final_timing	Fmax	474	MHz
final_timing	clock skew	0.00322	ns
synthesis	total of warnings raised by yosys	1	
final_timing	post-layout period usage	0.959	
synthesis	number of synthesized flops with an enable pin	0	
synthesis	Cell Type Count	18	
detailed_routing	Final ANT Viol Nets	0	
power	worst vdd ir	235	µV
detailed_routing	via/cell ratio	3.10	
floorplanning	chip width	80	µm
detailed_routing	Vias	344	
detailed_routing	final WL	1.15	mm
synthesis	Flops after synth	2	
worst_setup_path	CP Launch Type	input port	
global_routing	initial antenna violation count	0	
final_timing	final setup vio count	0	
floorplanning	die y size	80	µm
floorplanning	fp_density	0.0766	
worst_setup_path	Required @ worst endpoint	1.76	ns
global_routing	largest net degree at the start of global routing	7	
layout	biggest regs	state: 2 flops	
floorplanning	I/O pins	26	
placed_design	dpl hpwl	891	µm
synthesis	synthesized instance count	33	
final_timing	Final Max Slew Viols	0	
clock_network	# hold bufs at CTS	0	
detailed_routing	Initial DRT Pass Iterations	3	
global_routing	gr usage total	0.0340	
detailed_routing	DRC viols	0	
power	pwr dens	383	nW/µm²
global_routing	first-pass GRT wire length	1.78	mm
clock_network	CTS tree	built	
worst_setup_path	Crit path max-delay family	buffers and inverters	
synthesis	Mapped Area	262	µm²
global_routing	Remaining Overflow, GRT	0	
worst_setup_path	critical path type	in -> out	
synthesis	Synth top cells by count	8 x buf_4, 5 x nor2_1	
clock_network	CTS max path bufs	2	
clock_network	Clk pin slew, worst setup/hold paths	0.03	ns
layout	layout cells sized above 1	0.462	
worst_setup_path	Worst path slowest cell	clkdlybuf4s50_1	
worst_setup_path	endpoint arrival time on the critical path	1.67	ns
layout	Largest register FFs	2	
worst_setup_path	Critical Path End Type	output pin	
detailed_routing	WL/cell	10.4	µm
clock_network	root buf cell	clkbuf_4	
layout	Area growth syn-to-layout	159	%
synthesis	YS chip area	262	µm²
global_routing	vias in the first global route	373	
clock_network	H-Tree Depth	1	
clock_network	cts bufs inserted	3	
synthesis	Yosys top cell area share	0.230	
worst_setup_path	Cell Chain, Critical Path	clkdlybuf4s15_2 -> nor2_2 -> nor3b_4 -> a32o_2 -> clkdlybuf4s50_1	
job	max-cap violations	0	
clock_network	clk latency late pin	0.23	ns
final_timing	final hold violations	0	
synthesis	Yosys top cell by instances	buf_4	
final_timing	actual slew at the worst max-slew pin	0.285	ns
synthesis	Post-Syn Area per Cell	7.92	µm²
synthesis	FFs w/ async S/R, synth	0	
final_timing	WHS	0.709	ns
synthesis	leading area contributor after synthesis	buf_4	
power	leakage power	0.336	nW
clock_network	clk sinks	2	
synthesis	Most common reg cell	dfxtp_1	
synthesis	Seq share, synth	0.153	
worst_setup_path	CP Max Fanout	4	
area by class of cell:
| type | count | area (µm²) |
|---|---|---|
| fill | 375 | 2740 |
| timing repair buffer | 37 | 349 |
| multi-input combinational | 19 | 191 |
| tap | 46 | 57.6 |
| sequential | 2 | 42.5 |
| clock buffer | 3 | 22.5 |
| inverter | 4 | 15.0 |
cells by family after synthesis:
logic type	count (synthesis)	share of synthesized area
compound gates	4	0.139
flops	2	0.153
buf+inv	12	0.287
mux	1	0.0383
simple gates	14	0.383
worst paths after layout:
path                            startpoint       end  slack (ns)  cells past startpoint
worst max-delay path              mem_read    tag0_w        0.09                      5
worst min-delay path              state[1]  state[0]        0.71                      3
worst max register to register    state[0]  state[1]        1.10                      4
worst min register to register    state[1]  state[0]        0.71                      3
worst register-to-register path, delay by kind of cell (launching register included):
family | cells | cell delay (ns)
simple gates | 2 | 0.19
buf+inv | 1 | 0.04
flops | 1 | 0.42
compound gates | 1 | 0.32
layout by cell type, fill, tap and decap left out:
cell type / netlist / layout
buf_6: 0 / 2
nor2_2: 0 / 2
nor3b_4: 0 / 1
nor2_1: 5 / 3
inv_1: 2 / 2
nand2_2: 1 / 1
nor4b_1: 1 / 1
a32o_2: 0 / 2
nor2b_1: 1 / 1
a221o_1: 1 / 1
dlygate4sd2_1: 0 / 6
dlymetal6s2s_1: 0 / 3
clkbuf_4: 0 / 3
clkdlybuf4s15_1: 0 / 3
clkdlybuf4s50_1: 0 / 12
mux2i_1: 1 / 1
nor4_4: 0 / 1
inv_2: 2 / 2
clkdlybuf4s15_2: 0 / 1
o22ai_1: 1 / 1
and2b_1: 1 / 1
or2_4: 1 / 1
nor4b_4: 0 / 1
buf_4: 8 / 10
nand3_4: 0 / 1
dfxtp_2: 0 / 2
what timing repair did:
action / in CTS / in global routing
pin swaps: 2 / 3
gates resized: 21 / 10
gates cloned: 0 / 0
endpoints found under the setup margin: 16 / 9
buffers inserted: 2 / 0
layer usage:
metal / GRT usage / share of wire / wire length, µm / up-vias
li1: - / - / - / 172
met1: 0.0385 / 0.38 / 441 / 156
met2: 0.0465 / 0.45 / 519 / 16
met3: 0.0318 / 0.16 / 190 / 0
met4: 0.00528 / 0 / 0 / 0
met5: 0 / 0 / 0 / -
report_power, final:
part	switching, mW	internal (mW)	total (mW)
sequential	0.00965	0.0413	0.0510
clock	0.0226	0.0603	0.0829
combinational	0.0378	0.0881	0.126
total	0.0700	0.190	0.260
metrics by stage:
| step | setup slack (ns) | instance area [µm²] | TNS [ns] | cells | util |
|---|---|---|---|---|---|
| final | 0.0905 | 678 | 0 | 111 | 0.199 |
| after global routing | 0.0136 | 678 | 0 | 111 | 0.199 |
| after CTS | -0.0772 | 652 | -0.0772 | 111 | 0.191 |
| after detailed placement | -0.331 | 584 | -3.84 | 106 | 0.171 |
| after global placement | -0.331 | 584 | -3.81 | 106 | 0.171 |
| after floorplan | 0.630 | 262 | 0 | 33 | - |
No activity file was given, so power comes from the tool's default toggle rates.
